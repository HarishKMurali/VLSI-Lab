==> design.v <==
module blackcell(	input g_in1,	input p_in1,	input g_in2,	input p_in2,	output g_out,	output p_out);
	wire w;
	assign w=p_in1&g_in2;
	assign g_out=w|g_in1;
	assign p_out=p_in1&p_in2;
endmodule
module greycell(	input g_in1,	input p_in1,	input g_in2,	output g_out);
	wire w;
	assign w=p_in1&g_in2;
	assign g_out=w|g_in1;
endmodule
module initialize_g_p(input a,	input b, output g,	output p	);
	assign g=a&b;
	assign p=a^b;
endmodule
module sklansky(	input [15:0] a,	input [15:0] b,	input cin,	output [15:0] sum,	output cout);
	wire [16:0] [16:0] g;
	wire [16:0] [16:0] p;
	assign g[0][0]=cin;
	assign p[0][0]=1'b0;
	initialize_g_p GP_00(a[0],b[0],g[1][1],p[1][1]);
	initialize_g_p GP_01(a[1],b[1],g[2][2],p[2][2]);
	initialize_g_p GP_02(a[2],b[2],g[3][3],p[3][3]);
	initialize_g_p GP_03(a[3],b[3],g[4][4],p[4][4]);
	initialize_g_p GP_04(a[4],b[4],g[5][5],p[5][5]);
	initialize_g_p GP_05(a[5],b[5],g[6][6],p[6][6]);
	initialize_g_p GP_06(a[6],b[6],g[7][7],p[7][7]);
	initialize_g_p GP_07(a[7],b[7],g[8][8],p[8][8]);
	initialize_g_p GP_08(a[8],b[8],g[9][9],p[9][9]);
	initialize_g_p GP_09(a[9],b[9],g[10][10],p[10][10]);
	initialize_g_p GP_10(a[10],b[10],g[11][11],p[11][11]);
	initialize_g_p GP_11(a[11],b[11],g[12][12],p[12][12]);
	initialize_g_p GP_12(a[12],b[12],g[13][13],p[13][13]);
	initialize_g_p GP_13(a[13],b[13],g[14][14],p[14][14]);
	initialize_g_p GP_14(a[14],b[14],g[15][15],p[15][15]);
	initialize_g_p GP_15(a[15],b[15],g[16][16],p[16][16]);
	greycell cell_1_1(g[1][1],p[1][1],g[0][0],g[1][0]);
	blackcell cell_1_3(g[3][3],p[3][3],g[2][2],p[2][2],g[3][2],p[3][2]);
	blackcell cell_1_5(g[5][5],p[5][5],g[4][4],p[4][4],g[5][4],p[5][4]);
	blackcell cell_1_7(g[7][7],p[7][7],g[6][6],p[6][6],g[7][6],p[7][6]);
	blackcell cell_1_9(g[9][9],p[9][9],g[8][8],p[8][8],g[9][8],p[9][8]);
	blackcell cell_1_11(g[11][11],p[11][11],g[10][10],p[10][10],g[11][10],p[11][10]);
	blackcell cell_1_13(g[13][13],p[13][13],g[12][12],p[12][12],g[13][12],p[13][12]);
	blackcell cell_1_15(g[15][15],p[15][15],g[14][14],p[14][14],g[15][14],p[15][14]);
	greycell cell_2_2(g[2][2],p[2][2],g[1][0],g[2][0]);
	greycell cell_2_3(g[3][2],p[3][2],g[1][0],g[3][0]);
	blackcell cell_2_6(g[6][6],p[6][6],g[5][4],p[5][4],g[6][4],p[6][4]);
	blackcell cell_2_7(g[7][6],p[7][6],g[5][4],p[5][4],g[7][4],p[7][4]);
	blackcell cell_2_10(g[10][10],p[10][10],g[9][8],p[9][8],g[10][8],p[10][8]);
	blackcell cell_2_11(g[11][10],p[11][10],g[9][8],p[9][8],g[11][8],p[11][8]);
	blackcell cell_2_14(g[14][14],p[14][14],g[13][12],p[13][12],g[14][12],p[14][12]);
	blackcell cell_2_15(g[15][14],p[15][14],g[13][12],p[13][12],g[15][12],p[15][12]);
	greycell cell_3_4(g[4][4],p[4][4],g[3][0],g[4][0]);
	greycell cell_3_5(g[5][4],p[5][4],g[3][0],g[5][0]);
	greycell cell_3_6(g[6][4],p[6][4],g[3][0],g[6][0]);
	greycell cell_3_7(g[7][4],p[7][4],g[3][0],g[7][0]);
	blackcell cell_3_12(g[12][12],p[12][12],g[11][8],p[11][8],g[12][8],p[12][8]);
	blackcell cell_3_13(g[13][12],p[13][12],g[11][8],p[11][8],g[13][8],p[13][8]);
	blackcell cell_3_14(g[14][12],p[14][12],g[11][8],p[11][8],g[14][8],p[14][8]);
	blackcell cell_3_15(g[15][12],p[15][12],g[11][8],p[11][8],g[15][8],p[15][8]);
	greycell cell_4_8(g[8][8],p[8][8],g[7][0],g[8][0]);
	greycell cell_4_9(g[9][8],p[9][8],g[7][0],g[9][0]);
	greycell cell_4_10(g[10][8],p[10][8],g[7][0],g[10][0]);
	greycell cell_4_11(g[11][8],p[11][8],g[7][0],g[11][0]);
	greycell cell_4_12(g[12][8],p[12][8],g[7][0],g[12][0]);
	greycell cell_4_13(g[13][8],p[13][8],g[7][0],g[13][0]);
	greycell cell_4_14(g[14][8],p[14][8],g[7][0],g[14][0]);
	greycell cell_4_15(g[15][8],p[15][8],g[7][0],g[15][0]);
	assign sum[0]=g[0][0]^p[1][1];
	assign sum[1]=g[1][0]^p[2][2];
	assign sum[2]=g[2][0]^p[3][3];
	assign sum[3]=g[3][0]^p[4][4];
	assign sum[4]=g[4][0]^p[5][5];
	assign sum[5]=g[5][0]^p[6][6];
	assign sum[6]=g[6][0]^p[7][7];
	assign sum[7]=g[7][0]^p[8][8];
	assign sum[8]=g[8][0]^p[9][9];
	assign sum[9]=g[9][0]^p[10][10];
	assign sum[10]=g[10][0]^p[11][11];
	assign sum[11]=g[11][0]^p[12][12];
	assign sum[12]=g[12][0]^p[13][13];
	assign sum[13]=g[13][0]^p[14][14];
	assign sum[14]=g[14][0]^p[15][15];
	assign sum[15]=g[15][0]^p[16][16];
	assign cout=(g[15][0]&p[16][16])|g[16][16];
endmodule
==> run.sh <==
#!/bin/bash
# OpenROAD 26Q1-2900-gdf79404cd8, Yosys 0.63+post, stock flow scripts
make -C /OpenROAD-flow-scripts/flow DESIGN_CONFIG=/design/flow/config.mk WORK_HOME=/design/flow/orfs finish
==> config.mk <==
export PLATFORM = sky130hd
export DESIGN_NAME = sklansky
export DESIGN_NICKNAME = sklansky
export VERILOG_FILES = /design/flow/design.v
export SDC_FILE = /design/flow/constraint.sdc
export NUM_CORES = 4
export LEC_CHECK = 1
export CORE_AREA = 10 10 82 82
export DIE_AREA = 0 0 92 92
==> constraint.sdc <==
current_design sklansky

set clk_period 8.6
set clk_io_pct 0.2

create_clock -name clk0 -period $clk_period

set non_clock_inputs [all_inputs -no_clocks]
set_input_delay [expr $clk_period * $clk_io_pct] -clock clk0 $non_clock_inputs
set_output_delay [expr $clk_period * $clk_io_pct] -clock clk0 [all_outputs]
==> ci_impl_report.md <==
## Implementation flow summary

| Metric | Value |
|---|---|
| Slew Viols, Final | `0` |
| Die area | `approximately 8500 µm²` |
| WP data arrival | `roughly 4600 ps` |
| DP Worst Slack | `between 2000 and 2500 ps` |
| Cell Chain, Critical Path | `clkdlybuf4s50_1 > ha_1 > and2_4 > a221oi_2 > a21o_2 > o21ai_4 > a211o_1 > a21oi_2 > fa_1 > inv_1 > clkdlybuf4s50_1` |
| Crit Path Category | `input port to output pin` |
| Largest type area fraction | `between 20% and 30%` |
| Ratio of routed vias to standard cells | `about 3.5` |
| Slowest stage cell on the critical path | `clkdlybuf4s50_1` |
| Total power | `0.00008986 W` |
| CP max FO | `5` |
| Core area | `between 5000 and 6000 µm²` |
| Maximum vdd drop | `roughly 0.017 mV` |
| Final-report hold violation count | `0` |
| Yosys Instances | `roughly 73` |
| First-pass GRT wire length | `between 3000 and 4000 µm` |
| Layout cell share with drive strength beyond 1 | `around 6.5%` |
| FF/Latch Area | `0 µm²` |
| Unique cell types | `26` |
| Final worst slack | `about 2300 ps` |
| HPWL Detailed | `approximately 2000 µm` |
| Status | `finished clean` |
| Tcrit/Tclk final | `73.32%` |
| Antenna cell count | `0` |
| Routed WL per cell | `10.72 µm` |
| Post-DRT Antenna Nets | `0` |
| Worst path max stage delay | `450 ps` |
| Crit path required time | `~6900 ps` |
| DIE HEIGHT | `92 µm` |
| Setup violators final | `0` |
| Largest net degree at the start of global routing | `7` |
| Synthesized cell area | `between 600 and 700 µm²` |
| Clock buffers | `0` |
| Number of global-route vias before repair | `between 600 and 700` |
| # resized after CTS | `0` |
| Yosys Chip Area | `between 600 and 700 µm²` |
| Crit-path leading delay family | `AND-OR/OR-AND gates` |
| DR pass1 iterations | `2` |
| Max-cap violation count | `0` |
| Fill count | `558` |
| Tmin final | `~6300 ps` |
| Fmax | `0.1586 GHz` |
| Worst Path Buf+Inv | `3` |
| Antenna violations before repair | `0` |
| Die width | `roughly 92 µm` |
| Remaining global-route overflow | `0` |
| Routed via count | `~680` |
| Init Core Util | `between 10% and 20%` |
| Crit. End Element | `output pin` |
| Slew headroom | `between 80% and 90%` |
| RSZ-0062 raised after global routing | `false` |
| Cell mode on critical path | `clkdlybuf4s50_1` |
| CTS Hold Bufs | `0` |
| Initial DRC count | `9` |
| Seq share, synth | `0%` |
| Top cells by area | `ha_1 27%, fa_1 16%, xor2_1 8.2%` |
| Commonest cells post-synth | `14 x ha_1, 7 x nor2_1, 6 x xor2_1` |
| Fin Setup TNS | `0 ps` |
| FP Rows | `26` |
| Power per cell area | `~73 nW/µm²` |
| Most common cell in the synthesized netlist | `ha_1` |
| Syn Inst Count | `around 73` |
| Startpoint type of the worst setup path | `input port` |
| IO Count | `around 50` |
| Leakage power | `slightly above 0.5 nW` |
| Hold Crit Class | `input port to output pin` |
| Area grow syn2layout | `91.44%` |
| Gr usage total | `about 4.9%` |
| IO Port Bufs | `~50` |
| Mapped Avg Cell Area | `roughly 8.8 µm²` |
| Largest area contributor in the netlist | `ha_1` |
| Routability Congestion | `0.7226` |
| Worst Tran Pin Value | `between 200 and 300 ps` |
| Num sequential | `0` |
| Ys Warns | `0` |
| Residual DRC | `0` |
| WL final | `just over 2000 µm` |
| Tool Warnings | `32` |
| Setup repair bufs after CTS | `0` |
[routing by layer]
layer / global-route usage [%] / part of all wire [%] / vias up / wire [µm]
met1: 5.885 / 40 / 295 / 829
met5: 0 / 0 / - / 0
met4: 0 / 0 / 0 / 0
met3: 1.647 / 9.5 / 0 / 197
li1: - / - / 367 / -
met2: 8.941 / 50 / 17 / 1041
[metrics by stage]
step	std cells	util [%]	hold WS [ps]	instance area, µm²
finish	193	24.26	4497	1231
CTS	193	24.26	4504	1231
floorplan	73	-	3544	643.1
global route	193	24.26	4540	1231
global placement	193	24.26	4501	1231
detailed placement	193	24.26	4497	1231
[power by group]
part | switching (W) | total [W] | internal (W)
logic | 0.0000302 | 0.0000899 | 0.0000597
clock network | 0 | 0 | 0
registers | 0 | 0 | 0
[worst paths after layout]
kind                  startpoint  endpoint  slack (ps)  depth (start not counted)
worst max-delay path        a[3]   sum[15]        2290                         11
worst min-delay path       b[15]   sum[15]        4500                          5
[cells in the final DEF, fill, tap and decap left out, drive strengths merged, types with 2 or more instances in the layout]
master / netlist / layout
nor2: 7 / 7
a21o: 3 / 3
clkdlybuf4s50: 0 / 50
xnor2: 3 / 3
nand2: 2 / 2
nand4: 2 / 2
fa: 5 / 5
nand3: 4 / 4
xor2: 6 / 6
inv: 5 / 5
and2: 2 / 2
a21oi: 6 / 6
o21ai: 4 / 4
a211o: 2 / 2
ha: 14 / 14
[tightest hold or removal path, cell delays in order]
cell	delay, ps
clkdlybuf4s50_1	400
inv_1	70
fa_1	160
inv_1	30
clkdlybuf4s50_1	390
[cells by family (layout without fill, tap and decap cells)]
kind of cell    count (synthesis)  in the layout  synth area share (%)
compound gates                 18             18                 24.51
xor+xnor                        9              9                 12.26
fa+ha+maj                      19             19                 42.80
buf+inv                         5             55                 2.919
simple gates                   22             22                 17.51
[cell type report]
type	instances	area (µm²)	area share, %
inverters	5	18.77	1.524
well taps	70	87.58	7.114
repair buffers	50	500.5	40.65
multi-input cells	68	624.3	50.71
Power and IR drop assume default switching activity.
