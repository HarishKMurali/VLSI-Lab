### flow/run.sh
#!/bin/bash
# OpenROAD 26Q1-2900-gdf79404cd8, Yosys 0.63+post, stock flow scripts
make -C /OpenROAD-flow-scripts/flow DESIGN_CONFIG=/design/flow/config.mk WORK_HOME=/design/flow/orfs finish
### flow/config.mk
export PLATFORM = sky130hd
export DESIGN_NAME = rdcla
export DESIGN_NICKNAME = rdcla
export VERILOG_FILES = /design/flow/design.v
export SDC_FILE = /design/flow/constraint.sdc
export NUM_CORES = 4
export LEC_CHECK = 1
export CORE_UTILIZATION = 50
### flow/constraint.sdc
current_design rdcla

set clk_period 1.7
set clk_io_pct 0.2

create_clock -name clk0 -period $clk_period

set non_clock_inputs [all_inputs -no_clocks]
set_input_delay [expr $clk_period * $clk_io_pct] -clock clk0 $non_clock_inputs
set_output_delay [expr $clk_period * $clk_io_pct] -clock clk0 [all_outputs]
### flow/design.v
module rdcla (sum, cout, a, b, cin);
	input [31:0] a, b;
	input cin;
	output reg [31:0] sum;
	output reg cout;
	wire [32:0] carry0, carry1;
	wire [32:0] carry0_1, carry1_1, carry0_2, carry1_2, carry0_4, carry1_4, carry0_8, carry1_8, carry0_16, carry1_16;
	assign carry0[0] = cin;    
	assign carry1[0] = cin;
	always @(*)
	begin
		sum = a^b;       
		sum = sum[31:0]^carry0_16[31:0];
		cout = carry0_16[32];	
	end
	kpg_init init [32:1] (carry1[32:1], carry0[32:1], a[31:0], b[31:0]);
	assign carry1_1[0] = cin;
	assign carry0_1[0] = cin;
	assign carry1_2[1:0] = carry1_1[1:0];
	assign carry0_2[1:0] = carry0_1[1:0];
	assign carry1_4[3:0] = carry1_2[3:0];
	assign carry0_4[3:0] = carry0_2[3:0];
	assign carry1_8[7:0] = carry1_4[7:0];
	assign carry0_8[7:0] = carry0_4[7:0];
	assign carry1_16[15:0] = carry1_8[15:0];
	assign carry0_16[15:0] = carry0_8[15:0];
	kpg itr_1 [32:1] (carry1[32:1], carry0[32:1], carry1[31:0], carry0[31:0], carry1_1[32:1], carry0_1[32:1]);
	kpg itr_2 [32:2] (carry1_1[32:2], carry0_1[32:2], carry1_1[30:0], carry0_1[30:0], carry1_2[32:2], carry0_2[32:2]);
	kpg itr_4 [32:4] (carry1_2[32:4], carry0_2[32:4], carry1_2[28:0], carry0_2[28:0], carry1_4[32:4], carry0_4[32:4]);
	kpg itr_8 [32:8] (carry1_4[32:8], carry0_4[32:8], carry1_4[24:0], carry0_4[24:0], carry1_8[32:8], carry0_8[32:8]);
	kpg itr_16 [32:16] (carry1_8[32:16], carry0_8[32:16], carry1_8[16:0], carry0_8[16:0], carry1_16[32:16], carry0_16[32:16]);
endmodule
module kpg_init (
	output reg out1, out0,
	input a, b
);
	always @*
	case ({a, b})
		2'b00: begin
			out0 = 1'b0; out1 = 1'b0;
		end
		2'b11: begin
			out0 = 1'b1; out1 = 1'b1;
		end
		default: begin 
			out0 = 1'b0; out1 = 1'b1;
		end
	endcase
endmodule
module kpg (
	input cur_bit_1, cur_bit_0, prev_bit_1, prev_bit_0,
	output reg out_bit_1, out_bit_0
);
	always @(*)
	begin
		if({cur_bit_1, cur_bit_0} == 2'b00)
			{out_bit_1, out_bit_0} = 2'b00;
		if({cur_bit_1, cur_bit_0} == 2'b11)
			{out_bit_1, out_bit_0} = 2'b11;
		if({cur_bit_1, cur_bit_0} == 2'b10)
			{out_bit_1, out_bit_0} = {prev_bit_1, prev_bit_0};
	end
endmodule
==> summary.txt <==
Notes on the flow run.

- The kind of capture point of the worst setup path is a primary output, for reference.
- Yosys reported a register bit count of 236.
- The worst setup slack after layout is 0.0585 ns, for reference.
- Counting the warning lines in the Yosys log gives 3.
- According to the floorplan report, the die width is 126 um.
- The area of the multi-input gates is 0.00431 mm2, for reference.
- The number of global-route vias before repair is 5357, for reference.
- Post-route period utilization is reported as 0.966.
- The number of register pins that no clock reaches is 236, for reference.
- Synthesis produced a netlist whose cell count is 823.
- The starting density of the core is 0.509, for reference.
- By area the synthesized netlist is led by sky130_fd_sc_hd__dlxtn_1 (46%), sky130_fd_sc_hd__o21a_1 (17%), sky130_fd_sc_hd__ha_1 (10%), sky130_fd_sc_hd__nor2b_1 (8.3%), sky130_fd_sc_hd__inv_1 (3.7%).
- The chip area estimate from yosys synthesis is 0.00771 mm2, for reference.
- The tool flagged a number of max-cap violations equal to 0.
- Derived from the worst setup path, the maximum achievable clock frequency is 609 MHz.
- The total vias in the final route is 5673, for reference.
- According to the hold report, the worst path is of the input port to primary output type.
- The number of DRC markers in iteration 0 is 198, for reference.
- OpenROAD emitted warnings numbering 65.
- For this run the detailed placement stage logged an HPWL of 13700 um.
- The proportion of netlist area held by the largest area contributor is 0.459, for reference.
- The number of iterations in the first detailed-routing pass is 4, for reference.
- The unique cell type count in the Yosys netlist is 15, for reference.
- The final report gives the standard cell area, fillers excluded, as 0.00966 mm2.
- The pre-CTS setup check shows a worst slack of -0.670 ns.
- The antenna diode instance count is 0, for reference.
- The static power due to leakage is 0.00473 uW, for reference.
- The number of primary I/O pins is 98, for reference.
- Data arrives at the worst endpoint at 1.30 ns.
- The top flip-flop cell by instance count after synthesis is sky130_fd_sc_hd__dlxtn_1, for reference.
- The final count of negative-setup-slack endpoints is 0, for reference.
- The maximum number of pins on one net before global-route repair is 6, for reference.
- The post-synthesis cell area is 0.00771 mm2, for reference.
- The congestion estimate from routability-driven global placement came to 0.864.
- The most instantiated library cell after synthesis is sky130_fd_sc_hd__dlxtn_1, for reference.
- Per the layout area report, the register area comes to 0.00354 mm2.
- The synthesized netlist was found by Yosys to have 823 cells.
- The final hold violation count is 0, for reference.
- The worst setup path is launched from an input port.
- The combined buffer and inverter count along the critical path is 3, for reference.
- The post-placement cell area is 0.00923 mm2.
- The post-route worst hold slack is 1.10 ns, for reference.
- The final wirelength is 15800 um, for reference.
- The post-detailed-route DRC marker count is 0, for reference.
- The number of rows created at floorplan is 45, for reference.
- The total congestion overflow after global routing is 0, for reference.
- The worst vdd rail ir drop is 108 uV, for reference.
- The count of flip-flops with a built-in enable after synthesis is 0, for reference.
- The largest total area in the synthesized netlist belongs to sky130_fd_sc_hd__dlxtn_1.
- The residual antenna-violating net count after detailed routing is 0, for reference.
- The type of the worst setup path is input port to primary output, for reference.
- In this run the full chip footprint comes out at 0.0159 mm2.
- The number of input and output port buffers inserted is 98, for reference.
- The critical path's slowest stage uses the library cell sky130_fd_sc_hd__dlygate4sd2_1.
- The mean number of vias per cell is 4.90, for reference.
- Dividing the synthesized area by the synthesized cell count gives 9.37 um2.
- The clock period minus worst slack is 1.64 ns, for reference.
- The count of endpoints without a timing constraint is 237, for reference.
- After synthesis, the share of flip-flops with an asynchronous set or reset is 0.
- The placeable core region is 0.0151 mm2, for reference.
- The largest single stage delay on the critical path is 0.26 ns.
- Between the synthesized netlist and the finished layout, the area growth was recorded as 25.4%.
- The run finished with clean final reports.
- The family of cells with the greatest summed delay on the critical path is buffers and inverters, for reference.
- The post-route total power is 1160 uW, for reference.
- The number of antenna violations at the first check in global routing is 0, for reference.
- Looking at the critical path, the highest net fanout was 2.
- Ranked by instance count, the synthesized netlist is headed by sky130_fd_sc_hd__dlxtn_1 (236), sky130_fd_sc_hd__o21a_1 (173), sky130_fd_sc_hd__nor2b_1 (102).
- The critical path data required time is 1.36 ns, for reference.
- Setup repair after global routing left no endpoint under its margin.
- The aggregate global-route resource usage is 0.212, for reference.
- Dividing the detail-routed wire length by the instance count gives 13.7 um.
- The share of cells above drive strength 1 is 0.202, for reference.
- The power density over cell area is 120 mW/mm2, for reference.
- The signal on the critical path passes through dlygate4sd2_1 -> inv_1 -> ha_4 -> xor2_1 -> dlygate4sd2_1.
- The number of filler cells placed in the layout is 1219, for reference.
- According to the floorplan report, the die height is 126 um.
- The cell repeated most along the worst path is sky130_fd_sc_hd__dlygate4sd2_1, for reference.
- Measured on the finished design, the core utilization comes to 0.638.
- In the final report, the number of pins over their slew limit comes to 0.
- The first global-routing pass estimated 25800 um of wire.
## kinds of logic after synthesis
logic type | after synthesis | synth area share
latches | 236 | 0.459
compound gates | 204 | 0.189
simple gates | 194 | 0.143
buf+inv | 77 | 0.0375
fa+ha+maj | 64 | 0.105
xor+xnor | 31 | 0.0352
mux | 16 | 0.0312
other cells | 1 | 0.000486
## power by group
group	leakage, uW	switching [uW]	total (uW)	internal [uW]
Combinational	0.00289	430	1060	626
Sequential	0.00185	15.5	104	88.2
Clock	0	0	0	0
Total	0.00473	446	1160	714
## metal layers
| metal | vias up | wire length, um | global-route usage |
|---|---|---|---|
| li1 | 2981 | - | - |
| met1 | 2615 | 7920 | 0.338 |
| met2 | 73 | 7380 | 0.358 |
| met3 | 4 | 488 | 0.00346 |
| met4 | 0 | 45 | 0.00496 |
| met5 | - | 0 | 0 |
## final timing paths
| check | start | to | slack (ns) | depth (start not counted) |
|---|---|---|---|---|
| hold / removal | b[0] | sum[0] | 1.10 | 3 |
| setup / recovery | b[21] | sum[21] | 0.06 | 5 |
## layout make-up
type / instances / area share
inverters: 77 / 0.0299
multi-input cells: 511 / 0.446
flip-flops and latches: 236 / 0.367
well taps: 188 / 0.0243
repair buffers: 145 / 0.133
## sequential cells by signal, summed over array words and instances, names as in the netlist
| name | flops |
|---|---|
| itr_2.out_bit_1 | 29 |
| itr_4.out_bit_1 | 25 |
| itr_1.out_bit_1 | 31 |
| itr_8.out_bit_0 | 25 |
| itr_4.out_bit_0 | 29 |
| itr_8.out_bit_1 | 17 |
| itr_1.out_bit_0 | 32 |
| itr_2.out_bit_0 | 31 |
| itr_16.out_bit_0 | 17 |
## stage by stage
stage               instances  setup TNS, ns
floorplan                 824              0
detailed placement       1150         -15.95
global route             1157              0
CTS                      1157              0
finish                   1157              0
global placement         1150         -15.72
## repair_timing
item,in CTS,in global routing
setup buffers,7,0
hold endpoints to repair,0,0
pin swaps,30,2
resized,285,3
endpoints found under the setup margin,32,3
hold buffers,0,0
## placed cells by master (no fill, tap or decap), types with 15 or more instances in the layout
master / n
sky130_fd_sc_hd__a21oi_1: 16
sky130_fd_sc_hd__and2_1: 31
sky130_fd_sc_hd__buf_4: 48
sky130_fd_sc_hd__clkdlybuf4s15_2: 35
sky130_fd_sc_hd__dlxtn_1: 236
sky130_fd_sc_hd__dlygate4sd2_1: 52
sky130_fd_sc_hd__ha_1: 32
sky130_fd_sc_hd__ha_4: 31
sky130_fd_sc_hd__inv_1: 23
sky130_fd_sc_hd__inv_2: 54
sky130_fd_sc_hd__mux2_4: 16
sky130_fd_sc_hd__nand2_1: 30
sky130_fd_sc_hd__nand2b_1: 15
sky130_fd_sc_hd__nor2_1: 16
sky130_fd_sc_hd__nor2b_1: 102
sky130_fd_sc_hd__o21a_1: 173
sky130_fd_sc_hd__o21ai_0: 15
sky130_fd_sc_hd__xor2_1: 26
Power is estimated from default activity; no workload was simulated.
